`flow/config.mk`:
```
export PLATFORM = sky130hd
export DESIGN_NAME = uart_top
export DESIGN_NICKNAME = uart_top
export VERILOG_FILES = /design/flow/design.v
export SDC_FILE = /design/flow/constraint.sdc
export NUM_CORES = 4
export LEC_CHECK = 1
export CORE_UTILIZATION = 30
```
`flow/constraint.sdc`:
```
current_design uart_top

set clk_period 2.6
set clk_io_pct 0.2

create_clock -name clk0 -period $clk_period [get_ports {rx_clk}]
create_clock -name clk1 -period $clk_period [get_ports {tx_clk}]

set non_clock_inputs [all_inputs -no_clocks]
set_input_delay [expr $clk_period * $clk_io_pct] -clock clk0 $non_clock_inputs
set_output_delay [expr $clk_period * $clk_io_pct] -clock clk0 [all_outputs]
```
`flow/design.v`:
```
module uart_rx #(parameter NUM_CLKS_PER_BIT=16)
(input logic clk, rstn,  
 input logic rx,  
 output logic done,  
 output logic [7:0] dout  
);
logic [$clog2(NUM_CLKS_PER_BIT)-1:0] count;
enum logic[3:0]{
  RX_IDLE       = 4'b0000,
  RX_START_BIT  = 4'b0001,
  RX_DATA_BIT0  = 4'b0010,
  RX_DATA_BIT1  = 4'b0011,
  RX_DATA_BIT2  = 4'b0100,
  RX_DATA_BIT3  = 4'b0101,
  RX_DATA_BIT4  = 4'b0110,
  RX_DATA_BIT5  = 4'b0111,
  RX_DATA_BIT6  = 4'b1000,
  RX_DATA_BIT7  = 4'b1001,
  RX_STOP_BIT   = 4'b1010} state;
always_ff@(posedge clk) begin
 if(!rstn) begin
   done <= 0;
   count <= 0;
   dout <= 0;
   state <= RX_IDLE;
 end
 else begin
    case(state)
       RX_IDLE: begin
           done <= 0;
           count <= 0;
           dout <= 0;
	   if(rx == 0) state <= RX_START_BIT;
	   else state <= RX_IDLE;
       end
       RX_START_BIT: begin
           if(rx == 0 && count == ((NUM_CLKS_PER_BIT-1)/2)) begin
               done <= 0;
               state <= RX_DATA_BIT0;
               count <= 0;
               dout <= 0;
           end else begin
               count <= count + 1;
           end
	end
        RX_DATA_BIT0: begin
             if (count == NUM_CLKS_PER_BIT-1) begin 
					state <= RX_DATA_BIT1; 
					count <= 0; 
					dout[0] <= rx; 
				end
				else begin 
					count <= count + 1; 
				end
	end
        RX_DATA_BIT1: begin
				if (count == NUM_CLKS_PER_BIT-1) begin 
					state <= RX_DATA_BIT2; 
					count <= 0; 
					dout[1] <= rx; 
				end
				else begin 
					count <= count + 1; 
				end
			end
		RX_DATA_BIT2: begin
				if (count == NUM_CLKS_PER_BIT-1) begin 
					state <= RX_DATA_BIT3; 
					count <= 0; 
					dout[2] <= rx; 
				end
				else begin 
					count <= count + 1; 
				end
			end
		RX_DATA_BIT3: begin
				if (count == NUM_CLKS_PER_BIT-1) begin 
					state <= RX_DATA_BIT4; 
					count <= 0; 
					dout[3] <= rx; 
				end
				else begin 
					count <= count + 1; 
				end
			end
		RX_DATA_BIT4: begin
				if (count == NUM_CLKS_PER_BIT-1) begin 
					state <= RX_DATA_BIT5; 
					count <= 0; 
					dout[4] <= rx; 
				end
				else begin 
					count <= count + 1; 
				end
			end
		RX_DATA_BIT5: begin
				if (count == NUM_CLKS_PER_BIT-1) begin 
					state <= RX_DATA_BIT6; 
					count <= 0; 
					dout[5] <= rx; 
				end
				else begin 
					count <= count + 1; 
				end
			end
		RX_DATA_BIT6: begin
				if (count == NUM_CLKS_PER_BIT-1) begin 
					state <= RX_DATA_BIT7; 
					count <= 0; 
					dout[6] <= rx; 
				end
				else begin 
					count <= count + 1; 
				end
			end
		RX_DATA_BIT7: begin
				if (count == NUM_CLKS_PER_BIT-1) begin 
					state <= RX_STOP_BIT; 
					count <= 0; 
					dout[7] <= rx;  
				end
				else begin 
					count <= count + 1; 
				end
			end
		RX_STOP_BIT: begin 
				if (count == NUM_CLKS_PER_BIT-1) begin 
					done <= 1;
					state <= RX_IDLE; 
					count <= 0; 
				end
				else begin 
					count <= count +1; 
				end
			end
     endcase
 end
end
endmodule: uart_rx
module uart_top #(parameter NUM_CLKS_PER_BIT=16)
(input logic tx_clk, tx_rstn, rx_clk, rx_rstn,  
 input logic[7:0] tx_din,
 input logic tx_start,
 output logic tx_done, rx_done,
 output logic[7:0] rx_dout);
logic serial_data_bit;
uart_tx uart_tx_inst( 
	.start(tx_start), 
	.din(tx_din), 
	.done(tx_done), 
	.clk(tx_clk), 
	.rstn(tx_rstn),
	.tx(serial_data_bit)
	);
uart_rx uart_rx_inst(
	.done(rx_done), 
	.dout(rx_dout),
	.clk(rx_clk),
	.rstn(rx_rstn),
	.rx(serial_data_bit)
	); 
endmodule: uart_top
module uart_tx #(parameter NUM_CLKS_PER_BIT=16)
(input logic clk, rstn,  
 input logic[7:0] din,  
 input logic start,  
 output logic done, 
 output logic tx  
);
logic [$clog2(NUM_CLKS_PER_BIT)-1:0] count;
enum logic[2:0]{
  TX_IDLE       = 3'b000,
  TX_START_BIT  = 3'b001,
  TX_DATA_BIT   = 3'b010,
  TX_STOP_BIT   = 3'b011,
  TX_CLEANUP    = 3'b100} state;
logic [2:0] bit_index;
always_ff@(posedge clk) begin
 if(!rstn) begin
  count <= 0;
  state <= TX_IDLE;
  bit_index <= 0;
  tx <= 0;
  done <= 0;
 end
 else begin
  case(state)
	 TX_IDLE: begin
		count <= 0;
		tx <= 1;
                done <= 0;
	        bit_index <= 0;
		if(rstn==1 && start == 1) state <= TX_START_BIT;
		else state<= TX_IDLE;
	 end
	 TX_START_BIT: begin
	        tx<=0;  
                done <= 0;
		bit_index <= 0;
		if(count == (NUM_CLKS_PER_BIT-1)) begin
		  state <= TX_DATA_BIT;
		  count <= 0;
      end else begin
		  state <= TX_START_BIT;
		  count <= count + 1;
		end
         end
	 TX_DATA_BIT: begin
	  tx <= din[bit_index];
     done <= 0;
	  if(count == (NUM_CLKS_PER_BIT-1)) begin
	    count <= 0;
		 if(bit_index == 7) begin
		   bit_index <= 0;
		   state <= TX_STOP_BIT;
	    end
		 else begin
		   bit_index <= bit_index + 1;
		   state <= TX_DATA_BIT;
		 end
	   end
	   else begin 
	     state <= TX_DATA_BIT; 
	     count <= count + 1;
	   end
	 end
	 TX_STOP_BIT: begin
	   tx <= 1;
 		bit_index <= 0;
		if(count == (NUM_CLKS_PER_BIT-1)) begin
		  state <= TX_CLEANUP;
		  count <= 0;
         done <= 1;
		end else begin
		  state <= TX_STOP_BIT;
		  count <= count + 1;
		end
          end
          TX_CLEANUP: begin
	        done <= 1;
		state <= TX_IDLE;		            
          end
          default: begin
	        done <= 0;
                state <= TX_IDLE;
                tx <= 0;  		  
          end
  endcase
 end
end
endmodule: uart_tx
```
`flow/run.sh`:
```
#!/bin/bash
# OpenROAD 26Q1-2900-gdf79404cd8, Yosys 0.63+post, stock flow scripts
make -C /OpenROAD-flow-scripts/flow DESIGN_CONFIG=/design/flow/config.mk WORK_HOME=/design/flow/orfs finish
```
==> flow_summary.yaml <==
# yosys + openroad results
status:
  outcome: "finished clean"
power_and_ir_drop:
  clkPwrFrac: 0.440
  p_leak_nw: 0.785
  combPwrFrac: 0.069
  switchingPower_uw: 255
  swShare: 0.208
  seqPwrFrac: 0.491
  p_int_uw: 973
  vdd_drop_max_v: 0.000335
  power.total_mw: 1.23
  p_per_area_mw_per_mm2: 577
placed_design:
  finalWeightedCongestion: 0.822
  place_inst: 289
  port_buffers: 21
  dp_hpwl_um: 2460
worst_setup_path:
  ff2ff_path_depth: 4
  cp_max_fo: 1
  required_ns: 2.72
  critPathCaptureType: "register"
  max_stage_delay_ns: 0.48
  cp.arrival_ns: 2.12
  r2r_start: "uart_tx_inst.bit_index[0]"
  critPathKind: "in2reg"
  critPathSlowestCell: "mux4_1"
  path_cells: "clkdlybuf4s50_1 > mux4_1 > mux2_2 > a2111oi_2 > a211oi_1"
  startpoint_type: "input port"
  r2r_slack_ns: 0.75
  worstReg2RegEnd: "uart_tx_inst.tx"
yosys:
  yosys.cell_types.count: 39
  fa_ha_area_frac: 0.0289
  ys_area_mm2: 0.00173
  ys_sh_xor: 0
  top_cells_by_area: "dfxtp_1 (44%), a21oi_1 (7.2%), nand2_1 (6.1%)"
  syn_avg_cell_area_um2: 8.48
  synth_cells: 204
  logic_family: "simple AND/OR/NAND/NOR gates"
  yosysSeqAreaShare: 0.440
  top_area_cell: "dfxtp_1"
  ys_cells: 204
  ys_ff: 38
  synth_top_flop_cell: "dfxtp_1"
  yosysTopAreaCellShare: 0.440
  async_flop_share: 0
  synth-edff-count: 0
  ys_sh_simple: 0.245
  yosys.area_share.aoi: 0.203
  synthMuxAreaShare: 0.0492
  synth_warnings: 2
  syn_area_mm2: 0.00173
clock_network:
  cts_tree: "done"
  cts_hold_buf: 0
  ctsResizeCount: 0
  clkTransAtPathRegs_ns: 0.09
  clock_sink_count: 38
  cts_setup_buffers: 0
global_routing:
  overflow: 0
  antenna_found_initial: 0
  grt_pass1_vias: 1348
  grtUsageTotal: 0.126
  grt_max_degree: 25
  grt_first_pass_wirelength_um: 6130
final_timing:
  rsz0062_at_grt: "false"
  slew_violations: 0
  skew_ns: 0.00766
  finalHoldViolations: 0
  slew_headroom: 0.498
  setup_tns_ns: 0
  worst_pin_slew_ns: 0.753
  setup_viol: 0
detailed_routing:
  vias: 1558
  first_pass_iters: 4
  antenna_left: 0
  drc: 0
  drtIter0Drc: 152
  avgRoutedWirePerCell_um: 12.4
  viasPerCell: 5.25
  routed_wirelength_um: 3700
  diodes: 0
job:
  drv_cap: 0
  warnings: 26
floorplan:
  core_area_mm2: 0.00554
  num_rows: 27
  die_h_um: 77.9
  dieArea_mm2: 0.00607
  die_w_um: 77.9
  ios: 23
  fp_util: 0.312
layout:
  fin_util: 0.384
  drive_gt1_frac: 0.0667
  final_cells: 297
  final_layout_top_logic_cells: "dfxtp_1 (38), nand2_1 (28), a21oi_1 (25)"
  layout.cells.most_common: "dfxtp_1"
  areaGrowthSynthToFinish_pct: 23.1
worst_hold_path:
  holdPathStages: 2
  holdCritStartpoint: "uart_rx_inst.dout[1]"
  hold_class: "reg2reg"
  min_to: "uart_rx_inst.dout[1]"
## power by group through the flow
stage / registers (mW) / logic (mW) / clock network [mW]
5_1_grt: 0.604 / 0.0943 / 0.575
4_1_cts: 0.603 / 0.0849 / 0.554
6_report: 0.603 / 0.0850 / 0.540
## metrics by stage
step | area (um2) | hold slack (ns) | worst slack, ns
final | 2130 | 0.467 | 0.597
after detailed placement | 2000 | 0.459 | 0.342
after global routing | 2130 | 0.486 | 0.509
after floorplan | 1730 | 0.430 | 0.812
after CTS | 2130 | 0.473 | 0.584
after global placement | 2000 | 0.454 | 0.369
## cell type report
cell class / instances / area (um2)
Tap cell: 72 / 90.1
Multi-Input combinational cell: 151 / 911
Sequential cell: 38 / 761
Timing Repair Buffer: 22 / 218
Inverter: 6 / 22.5
Clock buffer: 7 / 96.3
Clock inverter: 1 / 30.0
Fill cell: 563 / 3410
## kinds of logic after synthesis
kind of cell | count (synthesis)
compound gates | 56
fa+ha+maj | 4
buf+inv | 15
flops | 38
mux | 5
simple gates | 86
## how the worst max path moves through the flow
| stage | start | end | slack (ns) | cells past startpoint |
|---|---|---|---|---|
| CTS | tx_din[1] | uart_tx_inst.tx | 0.58 | 5 |
| global route | tx_din[6] | uart_tx_inst.tx | 0.51 | 5 |
| finish | tx_din[1] | uart_tx_inst.tx | 0.60 | 5 |
## per-layer routing
metal	wire length, um	GRT usage	vias up	share of wire
met1	1810	0.182	728	0.49
met2	1720	0.209	43	0.46
met3	132	0.0167	4	0.036
met4	33	0.0185	0	0.0089
li1	-	-	783	-
met5	0	0	-	0
## critical path: cells and delay by family
family,cells,cell delay (ns)
buffers and inverters,1,0.39
AOI/OAI and AO/OA,2,0.45
muxes,2,0.76
## sequential cells by signal, indices dropped and copies added (netlist names)
name	cells
uart_rx_inst.state	11
uart_tx_inst.done	1
uart_tx_inst.tx	1
uart_tx_inst.count	4
uart_rx_inst.dout	8
uart_rx_inst.done	1
uart_tx_inst.bit_index	3
uart_rx_inst.count	4
uart_tx_inst.state	5
## synth_stat cells (6+ instances only)
master    instances
a21oi_1          25
and2_1            7
clkbuf_1          8
dfxtp_1          38
inv_1             6
nand2_1          28
nor2_1           21
nor3_1            6
o21ai_0           7
o31ai_1           6
Power is estimated from default activity; no workload was simulated.
